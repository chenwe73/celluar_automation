### ./run.sh
#!/bin/bash
# OpenROAD 26Q1-2900-gdf79404cd8, Yosys 0.63+post, stock flow scripts
make -C /OpenROAD-flow-scripts/flow DESIGN_CONFIG=/design/flow/config.mk WORK_HOME=/design/flow/orfs finish
### ./config.mk
export PLATFORM = sky130hd
export DESIGN_NAME = FSM
export DESIGN_NICKNAME = FSM
export VERILOG_FILES = /design/flow/design.v
export SDC_FILE = /design/flow/constraint.sdc
export NUM_CORES = 4
export LEC_CHECK = 1
export CORE_AREA = 10 10 70 70
export DIE_AREA = 0 0 80 80
### ./design.v
module FSM 	(Clock, Resetn, clear, draw, 
				xClear, yClear, xCountDraw, yCountDraw,
				CXC_Resetn, CXC_Enable, CYC_Resetn, CYC_Enable, 
				CXD_Resetn, CXD_Enable, CYD_Resetn, CYD_Enable, 
				Enable, isDraw);
	input Clock, Resetn;
	input clear, draw;
	input [8:0] xClear;
	input [7:0] yClear;
	input [8:0] xCountDraw;
	input [7:0] yCountDraw;
	output CXC_Resetn, CXC_Enable, CYC_Resetn, CYC_Enable, 
			 CXD_Resetn, CXD_Enable, CYD_Resetn, CYD_Enable, 
			 Enable, isDraw;
	reg [4:0] y_Q;
	reg [4:0] Y_D;  
	parameter Idle = 5'b00001, Clear_IterX = 5'b00010, Clear_IncY = 5'b00100, Draw_IterX = 5'b01000, Draw_IncY = 5'b10000;
	parameter xScreen = 160-1, yScreen = 120-1;
	parameter xDraw = 10-1, yDraw = 40-1;
	always @(*)
	begin: state_table
		case (y_Q)
			Idle: 		if (clear) 				Y_D = Clear_IterX;
							else if (draw)			Y_D = Draw_IterX;
							else						Y_D = Idle;
			Clear_IterX:if (xClear < xScreen)Y_D = Clear_IterX;
							else 						Y_D = Clear_IncY;
			Clear_IncY:	if (yClear < yScreen)Y_D = Clear_IterX;
							else						Y_D = Idle;
			Draw_IterX: if (xCountDraw<xDraw)Y_D = Draw_IterX;
							else						Y_D = Draw_IncY;
			Draw_IncY: 	if (yCountDraw<yDraw)Y_D = Draw_IterX;
							else						Y_D = Idle;
			default: Y_D = 5'bxxxxx;
		endcase
	end  
	always @(posedge Clock)
	begin: state_FFs
		if (Resetn == 0)
			y_Q <= Idle;
		else
			y_Q <= Y_D;
	end  
	assign CXC_Resetn = (y_Q != Clear_IncY);
	assign CXC_Enable = (y_Q == Clear_IterX);
	assign CYC_Resetn = (y_Q != Idle);
	assign CYC_Enable = (y_Q == Clear_IncY);
	assign CXD_Resetn = (y_Q != Draw_IncY);
	assign CXD_Enable = (y_Q == Draw_IterX);
	assign CYD_Resetn = (y_Q != Idle);
	assign CYD_Enable = (y_Q == Draw_IncY);
	assign Enable = (y_Q == Clear_IterX) || (y_Q == Draw_IterX);
	assign isDraw = (y_Q == Draw_IterX)  || (y_Q == Draw_IncY);
endmodule
### ./constraint.sdc
current_design FSM

set clk_period 1.7
set clk_io_pct 0.2

create_clock -name clk0 -period $clk_period [get_ports {Clock}]

set non_clock_inputs [all_inputs -no_clocks]
set_input_delay [expr $clk_period * $clk_io_pct] -clock clk0 $non_clock_inputs
set_output_delay [expr $clk_period * $clk_io_pct] -clock clk0 [all_outputs]
==> ci_impl_report.md <==
### Yosys + OpenROAD results

| Metric | Value |
|---|---|
| Hold Path Cell Cnt | 2 |
| Post-Route WL | 1690 um |
| PD cells | 475 nW/um^2 |
| Number of synthesized register bits | 5 |
| Die y size | 80 um |
| Status | finished, final reports clean |
| DRC viols | 0 |
| Synthesized area | 329 um^2 |
| CTS clock-pin slew for the worst setup and hold paths | 40 ps |
| Crit-path cells | or2_4 -> or3_4 -> buf_2 |
| Final setup viols | 0 |
| Fp_density | 0.0963 |
| Worst Max-Slew Pin Slew | 295 ps |
| Top flop regs | y_Q: 5 flops |
| Mapped Cells | 43 |
| Die Wd | 80 um |
| First-pass GRT wire length | 2550 um |
| Cell area leaders | dfxtp_1 (30%), o211ai_1 (9.1%), a31oi_1 (7.6%) |
| Chip area | 6400 um^2 |
| Cell taking the most area after synthesis | dfxtp_1 |
| WP data required | 1360 ps |
| Initial antenna violation count | 0 |
| Crit Path Max Fanout | 4 |
| Max VDD drop | 0.000179 V |
| Worst Setup End Kind | output pin |
| Avg WL per Cell | 12.0 um |
| Max-cap viol count | 0 |
| H-tree depth | 1 |
| Tcrit/Tclk final | 0.956 |
| Commonest flop | dfxtp_1 |
| Worst reg-to-reg setup slack | 790 ps |
| Core area | 3420 um^2 |
| FMAX | 0.615 GHz |
| Met1 Use GR | 0.0596 |
| Ys async rst share | 0 |
| Yosys warnings | 1 |
| Root buf cell | clkbuf_4 |
| Fill cells | 367 |
| Top-count cell post-synth | dfxtp_1 |
| DRT Pass-1 Iters | 4 |
| Chip Area, Yosys | 329 um^2 |
| ANT cells | 0 |
| Gr busiest metal | met2 |
| Tot Pwr | 0.419 mW |
| I/O pin cnt | 48 |
| Mean post-synth cell area | 7.65 um^2 |
| Min Tclk post-route | 1630 ps |
| Leak Pwr | 0.338 nW |
| IO buf count | 47 |
| Largest register FFs | 5 |
| Crit path launch type | flop |
| Clock sink total | 5 |
| Worst r2r path cells | 4 |
| Layout area overhead | 168% |
| Clock Skew | 4.15 ps |
| GRT met2 Usage | 0.0690 |
| CTS tree | yes |
| Clock latency (worst-skew pair) | 240 ps |
| Largest Register | y_Q |
| Rel. slew slack | 0.801 |
| Sum of negative setup slack | 0 ps |
| Crit Path Category | reg -> out |
| CP Buf/Inv Count | 1 |
| Share of the synthesized area in the top cell type | 0.304 |
| Post-DP HPWL | 1550 um |
| Register area share after synthesis | 0.304 |
| Post-DRT Antenna Nets | 0 |
| Slew Viols, Final | 0 |
| Pin count of the biggest net entering global routing | 7 |
| 1st-iter DRT viols | 20 |
| Layout cell share with drive strength beyond 1 | 0.137 |
| EDFF count, synth | 0 |
| Clock tree buffer depth | 2 |
| Met3 GRT Util | 0.0364 |
| WP depth | 3 |
| Hold Path Class | reg -> reg |
| Post-CTS Setup Inserts | 0 |
| Final hold vios | 0 |
| Max incr delay on CP | 360 ps |
| Final GP Congestion | 0.852 |
| Crit path DAT | 1290 ps |
| Grt ovf | 0 |
| OpenROAD warning count | 25 |
| Num CTS Buffers | 3 |
| Vias in the first global route | 555 |
| Unrepaired setup endpoints after global routing | no |
| FP Rows | 21 |
| Delay-heaviest family, CP | simple AND/OR/NAND/NOR gates |
| Vias per Instance | 3.79 |
| Total GRT Usage | 0.0495 |
| Slowest-stage cell, CP | or3_4 |
| Most instantiated cells after synthesis | dfxtp_1 (5), a31oi_1 (4), inv_1 (4), o211ai_1 (4) |
| Total number of vias | 535 |
| Number of cells in Yosys stat | 43 |
| Distinct lib cells | 22 |
==> worst min-delay path, stage by stage, from the launching register on <==
cell     delay (ps)
dfxtp_1         340
nand2_1          80
a31oi_1          70
==> cell families after synthesis <==
| kind of cell | count (synthesis) | share of synthesized area |
|---|---|---|
| AOI/OAI and AO/OA | 15 | 0.327 |
| buffers and inverters | 5 | 0.0684 |
| and+or+nand+nor | 18 | 0.300 |
| DFF | 5 | 0.304 |
==> through the flow <==
step | area (um^2) | setup WS [ps] | std cells | util | hold WS [ps]
6_report | 883 | 74.5 | 141 | 0.259 | 530
3_5_place_dp | 865 | 64.6 | 137 | 0.253 | 527
2_1_floorplan | 329 | 417 | 43 | - | 428
4_1_cts | 881 | 50.8 | 141 | 0.258 | 524
5_1_grt | 883 | 17.8 | 141 | 0.259 | 561
3_3_place_gp | 865 | 85.5 | 137 | 0.253 | 518
==> layout make-up <==
type | count | area [um^2] | area share
Multi-Input combinational cell | 33 | 214 | 0.242
Tap cell | 46 | 57.6 | 0.0652
Sequential cell | 5 | 101 | 0.115
Inverter | 4 | 15.0 | 0.0170
Clock buffer | 4 | 26.3 | 0.0297
Timing Repair Buffer | 49 | 469 | 0.531
==> report_power, final <==
group	internal (mW)	switching, mW	total (mW)
sequential	0.124	0.00618	0.130
clock	0.0886	0.0470	0.136
combinational	0.117	0.0363	0.153
total	0.330	0.0894	0.419
==> layer usage <==
layer	share of wire	wire length [um]	up-vias
met1	0.39	667	229
met5	0	0	-
met3	0.18	306	2
li1	-	-	268
met4	0.016	27	0
met2	0.41	688	36
==> layout by cell type (no fill, tap or decap), types with 2 or more instances in the layout <==
cell type	count
nand4_1	2
dfxtp_1	4
nor2_1	2
nand2_1	3
o211ai_1	4
buf_2	2
clkdlybuf4s50_1	42
or3_1	2
o21ai_0	3
a31oi_1	4
inv_1	4
clkbuf_4	3
buf_4	2
==> timing repair <==
| item | 4_1_cts | 5_1_grt |
|---|---|---|
| gates resized | 12 | 3 |
| pin swaps | 2 | 0 |
| hold buffers | 0 | 0 |
| setup endpoints to repair | 5 | 3 |
==> final timing paths <==
kind           endpoint   start
min              y_Q[4]  y_Q[0]
min reg2reg      y_Q[4]  y_Q[0]
max          CYD_Resetn  y_Q[4]
max reg2reg      y_Q[4]  y_Q[4]
Power is estimated from default activity; no workload was simulated.
